==> design.v <==
`timescale 1ns / 1ps
module segment_display(
    input clk,  
    input reset,
    input next,
    input hit,
    input stand,
    input double,
    input split,   
    input bet_8,
    input bet_4,   
    input bet_2,
    input bet_1,
    output [3:0] Anode_Activate,  
    output [6:0] LED_out, 
    output LED_split,
    output LED_Win,
    output LED_Lose,
    output LED_Draw
    );
    integer onesDigit = 0;
    integer twosDigit = 0;
    integer threesDigit = 0;
    integer foursDigit = 0;
    integer refresh_counter = 0;
    integer LED_activating_counter = 0;
    reg [3:0] Anode_Activate_Var;
    reg [6:0] LED_out_Var;
    reg [3:0] LED_BCD;
    reg LED_split_Var;
    reg LED_Win_Var;
    reg LED_Lose_Var;
    reg LED_Draw_Var;
    integer total_bet;
    localparam D0 = 4'b0000,  
               D1 = 4'b0001,  
               D2 = 4'b0010,  
               D3 = 4'b0011,  
               D4 = 4'b0100,  
               D5 = 4'b0101,  
               D6 = 4'b0110,  
               D7 = 4'b0111,  
               D8 = 4'b1000,  
               D9 = 4'b1001,  
               Db = 4'b1010,  
               Dd = 4'b1011,  
               DA = 4'b1100,  
               DN = 4'b1101;  
    always @(posedge(clk)) begin
        if (split) LED_split_Var = 1;
        else LED_split_Var = 0;
    end
    always @(posedge(clk)) begin
        if (reset) begin
            onesDigit = DN;
            twosDigit = DN;
            threesDigit = DN;
            foursDigit = DN;
            total_bet = bet_8*8 + bet_4*4 + bet_2*2 + bet_1*1;
        end
        else if (next) begin
            onesDigit = total_bet % 10;
            twosDigit = total_bet / 10;
            threesDigit = DN;
            foursDigit = Db;
        end
        else if (stand) begin
            onesDigit = D0;
            twosDigit = D1;
            threesDigit = DN;
            foursDigit = Dd;
        end
        else if (hit) begin
            onesDigit = D7;
            twosDigit = DN;
            threesDigit = D0;
            foursDigit = D1;
        end
    end    
    always @(posedge(clk))
    begin 
        refresh_counter = refresh_counter + 1;       
        if(refresh_counter == 5000)                  
            LED_activating_counter = 0;              
        if(refresh_counter == 10000)                 
            LED_activating_counter = 1;              
        if(refresh_counter == 15000)                 
            LED_activating_counter = 2;              
        if(refresh_counter == 20000)                 
            LED_activating_counter = 3;              
        if(refresh_counter == 25000)                 
            refresh_counter = 0;                     
    end
    always @(LED_activating_counter, foursDigit, threesDigit, twosDigit, onesDigit)                     
    begin
        case(LED_activating_counter)                     
            0: begin
                Anode_Activate_Var = 4'b0111;            
                LED_BCD = foursDigit;                    
            end
            1: begin
                Anode_Activate_Var = 4'b1011;            
                LED_BCD = threesDigit;                   
            end
            2: begin
                Anode_Activate_Var = 4'b1101;            
                LED_BCD = twosDigit;                     
            end
            3: begin
                Anode_Activate_Var = 4'b1110;            
                LED_BCD = onesDigit;                     
            end
        endcase
    end
    always @(LED_BCD)
    begin
        case(LED_BCD)
            4'b0000: LED_out_Var = 7'b0000001;  
            4'b0001: LED_out_Var = 7'b1001111;  
            4'b0010: LED_out_Var = 7'b0010010;  
            4'b0011: LED_out_Var = 7'b0000110;  
            4'b0100: LED_out_Var = 7'b1001100;  
            4'b0101: LED_out_Var = 7'b0100100;  
            4'b0110: LED_out_Var = 7'b0100000;  
            4'b0111: LED_out_Var = 7'b0001111;  
            4'b1000: LED_out_Var = 7'b0000000;  
            4'b1001: LED_out_Var = 7'b0000100;  
            4'b1010: LED_out_Var = 7'b1100000;  
            4'b1011: LED_out_Var = 7'b1000010;  
            4'b1100: LED_out_Var = 7'b0001000;  
            4'b1101: LED_out_Var = 7'b1111111;  
            default: LED_out_Var = 7'b0000001;  
        endcase
    end
    assign Anode_Activate = Anode_Activate_Var;
    assign LED_out = LED_out_Var;
    assign LED_split = LED_split_Var;
    assign LED_Win = LED_Win_Var;
    assign LED_Lose = LED_Lose_Var;
    assign LED_Draw = LED_Draw_Var;
 endmodule
==> config.mk <==
export PLATFORM = sky130hd
export DESIGN_NAME = segment_display
export DESIGN_NICKNAME = segment_display
export VERILOG_FILES = /design/flow/design.v
export SDC_FILE = /design/flow/constraint.sdc
export NUM_CORES = 4
export LEC_CHECK = 1
export CORE_UTILIZATION = 50
==> run.sh <==
#!/bin/bash
# OpenROAD 26Q1-2900-gdf79404cd8, Yosys 0.63+post, stock flow scripts
make -C /OpenROAD-flow-scripts/flow DESIGN_CONFIG=/design/flow/config.mk WORK_HOME=/design/flow/orfs finish
==> constraint.sdc <==
current_design segment_display

set clk_period 9.1
set clk_io_pct 0.2

create_clock -name clk0 -period $clk_period [get_ports {clk}]

set non_clock_inputs [all_inputs -no_clocks]
set_input_delay [expr $clk_period * $clk_io_pct] -clock clk0 $non_clock_inputs
set_output_delay [expr $clk_period * $clk_io_pct] -clock clk0 [all_outputs]
==> ci_impl_report.md <==
## Synthesis and layout report

| Metric | Value |
|---|---|
| Clock latency (worst-skew pair) | `310 ps` |
| Gp weighted congestion | `0.877` |
| Core Footprint | `0.00592 sq mm` |
| Area reported by Yosys stat | `0.00307 sq mm` |
| Post-synth EDFFs | `4` |
| Max IR drop VDD | `0.0630 mV` |
| Post-synth regs | `57` |
| N_diodes | `0` |
| RSZ-0062 raised after global routing | `no` |
| Global-route wire length before repair | `9970 microns` |
| Vias in the first global route | `2101` |
| Sequential cell area | `0.00114 sq mm` |
| Yosys cell count | `355` |
| Endpoints left unconstrained | `8` |
| CTS Hold Buffers Added | `0` |
| CTS tree | `built` |
| Ys flop type | `dfxtp_1` |
| Post-placement cell area | `0.00331 sq mm` |
| P_leak | `1.28 nW` |
| Min-Delay Path Class | `flop to flop` |
| WL per Instance | `12.8 microns` |
| Fin crit share | `0.521` |
| CP max stage delay | `490 ps` |
| DR vias/cell | `5.41` |
| Worst path required time | `7280 ps` |
| CTS root buf | `clkbuf_8` |
| Die width | `80.4 microns` |
| # fillers | `535` |
| Cts bufs inserted | `5` |
| Initial antenna violation count | `0` |
| Number of buffers and inverters on the critical path | `3` |
| Dpl hpwl | `4220 microns` |
| Largest net degree at the start of global routing | `19` |
| Worst Setup End Kind | `primary output` |
| Congestion Overflow GR | `0` |
| CTS clk-pin slew, worst paths | `110 ps` |
| 1st-pass router iterations | `4` |
| Cell Area, Synth | `0.00307 sq mm` |
| Register pins left without a clock | `8` |
| FP Util | `0.519` |
| Setup tns final | `0 ps` |
| Crit-path slowest cell | `dlxtn_1` |
| DRT Wirelength | `5750 microns` |
| Post-CTS setup buffers | `0` |
| Vias | `2436` |
| Max-cap violations | `0` |
| Slew @ Worst Pin | `509 ps` |
| Syn_area_per_cell | `8.66 sq um` |
| Critical path arrival | `2920 ps` |
| Cell area leaders | `dfxtp_1 29%, xnor2_1 7.1%, nand2_1 4.8%, nand3_1 4.1%, edfxtp_1 3.9%` |
| Final hold violations | `0` |
| Post-layout util | `0.576` |
| Final Cell Area | `0.00341 sq mm` |
| Most used cell along the critical path | `o21ai_0` |
| CP top delay family | `buffers and inverters` |
| Die H | `80.4 microns` |
| OpenROAD warning count | `32` |
| Share of post-route cells with drive strength above 1 | `0.0667` |
| Crit path cell chain | `or2_2 -> o21ai_0 -> dlxtn_1 -> inv_1 -> ha_1 -> inv_1 -> o21ai_0 -> nand2_1 -> o21ai_0 -> clkdlybuf4s50_1` |
| Post-CTS sizing | `0` |
| PwrDens | `113 mW/mm^2` |
| Max Clk Rate | `0.211 GHz` |
| Status | `complete, no violations` |
| Ports | `26` |
| CTS H-Tree Depth | `2` |
| GRT Total Usage | `0.199` |
| Critical path launch point type | `flop` |
| Port bufs | `21` |
| Synth async-reset ratio | `0` |
| Minimum clock period | `4740 ps` |
| Slew Viols, Final | `0` |
| DRT antenna net count | `0` |
| Detailed Route Iter0 Violations | `137` |
| Worst slew margin | `0.657` |
| Non-filler cells, final | `450` |
| MI comb area | `0.00181 sq mm` |
| CTS max path bufs | `2` |
| Area leader, netlist | `dfxtp_1` |
| WHS | `458 ps` |
| Synth-to-Final Area Change | `11.0%` |
| Skew final | `11.6 ps` |
| Distinct lib cells | `61` |
| Classification of the worst setup path | `flop to primary output` |
| Setup violators final | `0` |
| Mapped Cells | `355` |
| Worst-path fanout max | `9` |
| DRC viols | `0` |
| Ys Warns | `4` |
| Std-Cell Rows | `28` |
| Chip Area | `0.00646 sq mm` |
| Post-placement cell count | `442` |
| Area leader share | `0.293` |
==> worst paths after layout <==
check | start | endpoint | slack, ps | cells after the start
worst max register to register | refresh_counter[3] | refresh_counter[8] | 5870 | 8
worst max-delay path | LED_activating_counter[0] | LED_out[5] | 4360 | 10
worst min-delay path | foursDigit[2] | foursDigit[2] | 460 | 2
worst min register to register | foursDigit[2] | foursDigit[2] | 460 | 2
==> cells by family after synthesis <==
logic type               after synthesis  synth area share
AND-OR/OR-AND                         53             0.115
XOR/XNOR                              35            0.0998
adder cells (fa/ha/maj)                8            0.0326
other                                  1           0.00122
AND/OR/NAND/NOR                      160             0.298
multiplexers                           7            0.0314
latches                                8            0.0391
buffers and inverters                 34            0.0513
flip-flops                            49             0.332
==> layout make-up <==
class                   instances  area share
repair buffers                 21      0.0616
well taps                      75      0.0275
clock inverters                 3     0.00844
clock buffers                   5      0.0202
multi-input cells             274       0.531
flip-flops and latches         57       0.335
inverters                      15      0.0165
==> placed cells by master (no fill, tap or decap), types with 2 or more instances in the layout <==
cell              n
dfxtp_1          45
nand2_1          39
nor2_1           26
nand3_1          25
xnor2_1          25
clkdlybuf4s50_1  21
o21ai_0          18
inv_1            14
conb_1           11
nand4_1          10
nor3_1           10
xor2_1           10
a21oi_1           9
dlxtn_1           8
ha_1              8
nand2b_1          7
or3_1             6
and3_1            5
nor4_1            5
clkbuf_8          5
mux2i_1           4
and4_1            4
edfxtp_1          4
a31oi_1           3
nor4_4            3
or4_1             3
o41a_1            3
o21ai_1           3
mux4_2            2
nand3b_1          2
or4_4             2
and2_1            2
nor3b_1           2
o31a_1            2
o211ai_1          2
o221ai_1          2
==> stage by stage <==
stage / total power, mW / worst slack, ps
after global placement: 0.253 / 4640
final: 0.387 / 4360
after detailed placement: 0.254 / 4650
after CTS: 0.394 / 4310
after global routing: 0.404 / 4090
after floorplan: 0.244 / 5310
==> report_power, final <==
group / switching (mW) / total (mW) / internal (mW)
combinational: 0.00856 / 0.0203 / 0.0117
clock: 0.0811 / 0.139 / 0.0576
sequential: 0.00393 / 0.228 / 0.224
==> Yosys cell counts (3+ instances only) <==
cell type	n
a31oi_1	3
o21ai_1	3
dfxtp_1	45
or4_1	3
and4_1	4
buf_4	5
mux2i_1	4
edfxtp_1	4
nor4_4	3
nand4_1	10
xor2_1	10
ha_1	8
o41a_1	3
clkbuf_1	8
xnor2_1	25
nor4_1	5
a21oi_1	9
o21ai_0	18
dlxtn_1	8
nor2_1	26
buf_2	3
nand3_1	25
nor3_1	10
or3_1	6
nand2_1	39
and3_1	5
inv_1	14
nand2b_1	7
==> worst min-delay path, delay by kind of cell, from the launching register on <==
family           cells  cell delay [ps]
AND/OR/NAND/NOR      2               90
flip-flops           1              330
==> state kept, by name, indices dropped and copies added (netlist names) <==
signal                  count
refresh_counter            32
LED_activating_counter      2
twosDigit                   2
total_bet                   4
onesDigit                   4
threesDigit                 1
LED_BCD                     4
Anode_Activate_Var          4
foursDigit                  3
LED_split_Var               1
==> per-layer routing <==
metal	routed length [microns]	up-vias	track usage
met5	0	-	0
met4	49	0	0.0179
met3	253	4	0.0277
met2	2490	50	0.296
met1	2960	1095	0.325
li1	-	1287	-
Power figures rest on the tool's default switching activity, not on a simulated workload.
